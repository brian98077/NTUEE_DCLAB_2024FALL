$ cat ./design.v
module SevenHexDecoder (
	input        [4:0] i_hex,
	output logic [6:0] o_seven_ten,
	output logic [6:0] o_seven_one
);
parameter D0 = 7'b1000000;
parameter D1 = 7'b1111001;
parameter D2 = 7'b0100100;
parameter D3 = 7'b0110000;
parameter D4 = 7'b0011001;
parameter D5 = 7'b0010010;
parameter D6 = 7'b0000010;
parameter D7 = 7'b1011000;
parameter D8 = 7'b0000000;
parameter D9 = 7'b0010000;
parameter alphabet_A = 7'b0001000;
parameter alphabet_F = 7'b0001110;
parameter alphabet_S = 7'b0010010;
parameter alphabet_L = 7'b1000111;
parameter alphabet_o = 7'b0100011;
parameter alphabet_t = 7'b0000111;
parameter alphabet_null = 7'b1111111;
always_comb begin
	o_seven_ten = alphabet_null; o_seven_one = alphabet_null;
	case(i_hex)
		5'h0: begin o_seven_ten = D0; o_seven_one = D0; end
		5'h1: begin o_seven_ten = D0; o_seven_one = D1; end
		5'h2: begin o_seven_ten = D0; o_seven_one = D2; end
		5'h3: begin o_seven_ten = D0; o_seven_one = D3; end
		5'h4: begin o_seven_ten = D0; o_seven_one = D4; end
		5'h5: begin o_seven_ten = D0; o_seven_one = D5; end
		5'h6: begin o_seven_ten = D0; o_seven_one = D6; end
		5'h7: begin o_seven_ten = D0; o_seven_one = D7; end
		5'h8: begin o_seven_ten = D0; o_seven_one = D8; end
		5'h9: begin o_seven_ten = D0; o_seven_one = D9; end
		5'ha: begin o_seven_ten = D1; o_seven_one = D0; end
		5'hb: begin o_seven_ten = D1; o_seven_one = D1; end
		5'hc: begin o_seven_ten = D1; o_seven_one = D2; end
		5'hd: begin o_seven_ten = D1; o_seven_one = D3; end
		5'he: begin o_seven_ten = D1; o_seven_one = D4; end
		5'hf: begin o_seven_ten = D1; o_seven_one = D5; end
		5'd16: begin o_seven_ten = alphabet_F; o_seven_one = alphabet_A; end
		5'd17: begin o_seven_ten = alphabet_S; o_seven_one = alphabet_t; end
		5'd18: begin o_seven_ten = alphabet_o; o_seven_one = D0; end
		5'd19: begin o_seven_ten = alphabet_S; o_seven_one = alphabet_L; end
		5'd20: begin o_seven_ten = alphabet_null; o_seven_one = alphabet_null; end
		5'd21: begin o_seven_ten = alphabet_o; o_seven_one = D1; end
	endcase
end
endmodule
$ cat ./run.sh
#!/bin/bash
# OpenROAD 26Q1-2900-gdf79404cd8, Yosys 0.63+post, stock flow scripts
make -C /OpenROAD-flow-scripts/flow DESIGN_CONFIG=/design/flow/config.mk WORK_HOME=/design/flow/orfs finish
$ cat ./config.mk
export PLATFORM = sky130hd
export DESIGN_NAME = SevenHexDecoder
export DESIGN_NICKNAME = SevenHexDecoder
export VERILOG_FILES = /design/flow/design.v
export SDC_FILE = /design/flow/constraint.sdc
export NUM_CORES = 4
export LEC_CHECK = 1
export CORE_AREA = 10 10 70 70
export DIE_AREA = 0 0 80 80
export SYNTH_HDL_FRONTEND = slang
$ cat ./constraint.sdc
current_design SevenHexDecoder

set clk_period 2.0
set clk_io_pct 0.2

create_clock -name clk0 -period $clk_period

set non_clock_inputs [all_inputs -no_clocks]
set_input_delay [expr $clk_period * $clk_io_pct] -clock clk0 $non_clock_inputs
set_output_delay [expr $clk_period * $clk_io_pct] -clock clk0 [all_outputs]
==> impl_metrics.toml <==
# yosys + openroad results
[final_timing]
fin_crit_sh = 0.991
max_slew_headroom = 0.831
tightest_slew_ns = 0.252
timing.final.setup_violations = 0
hold_viol_final = 0
finalHoldWorstSlack_ns = 1.29
timing.final.crit_period_ns = 1.98
drv_slew = 0
timing.final.ws_setup_ns = 0.0180
fmaxAchievable_ghz = 0.505

[floorplan]
num_ports = 19
fp-utilization = 0.119
die_w_um = 80
dieArea_sq_um = 6400
rows = 21
coreArea_sq_um = 3420
fp.dieH_um = 80

[logic_synthesis]
netlist-cell-type-count = 30
yosys-stat-area_sq_um = 407
synthCells = 68
mux_share = 0
combined_area_of_all_synthesized_cells_sq_um = 407
synth-simple-area-share = 0.286
topCombFamilyByArea = "AND-OR/OR-AND gates"
number_of_warning_messages_in_the_yosys_log = 0
aoi_share = 0.517
post_synth.cell_area_avg_sq_um = 5.98
xor_xnor_share_of_the_synthesized_area = 0.0215
yosys_cells = 68
fraction_of_the_mapped_netlist_area_in_adder_cells = 0
seq_area_frac_synth = 0

[route]
drt-vias-per-instance = 4.33
dr_total_vias = 623
route.detailed.drc = 0
ant_nets = 0
detail_route.first_pass.iterations = 4
drt_iter0_drc = 24
finalWirelength_mm = 1.72
num_antenna_cells = 0
wl_per_cell_um = 11.9

[critical_path]
worstSetupStartpointType = "input port"
worst_setup_path_end_kind = "output port"
worstPathRequired_ns = 1.60
crit_arrival_ns = 1.58
worst-setup-path-type = "input port to output port"
cp_max_fanout = 5

[final_layout]
layout-area-overhead-vs-synth_pct = 101
finish.utilization = 0.239
layout.clock_buffers = 0
ff_count = 0
final_area_sq_um = 817
comb_area_sq_um = 404
layout.area.seq_sq_um = 0
n_fill_cell = 381
layout_top_cell_excl_fill_tap = "buf_4"
drive_above_1_share = 0.449
top_cells_excl_fill_tap = "buf_4 (19), dlygate4sd2_1 (10), a21oi_1 (9)"

[flow_run]
warnings = 32
maxCapViolCount = 0

[global_routing]
wire_length_of_the_first_global_routing_pass_mm = 2.77
grt_antenna_before_repair = 0
grt_start_max_net_pins = 11
grt_remaining_overflow = 0
grt_util_all_layers = 0.0508
first_global_vias = 590

[power]
power_density_nw_per_um2 = 215
leakagePower_nw = 0.341
irDropWorstVdd_mv = 0.0441
total_power_w = 0.000176

[place]
routabilityCongestion = 0.851
io_buffer_count = 19
dp.final_hpwl_mm = 1.24
dp_worst_setup_slack_ns = -0.577
placed_cell_area_sq_um = 711

[cts]
holdBufCountCts = 0

[status]
run_status = "finished clean"

[worst_hold_path]
hold_path_class = "input port to output port"
[critical path, cell delays in order]
cell           delay [ns]
buf_4                0.13
buf_6                0.12
buf_4                0.14
buf_4                0.14
nor4_1               0.19
o21ai_0              0.12
o211ai_1             0.10
dlygate4sd2_1        0.24
[metal layers]
layer / share of wire / wire [um] / track usage / vias up
met3: 0.077 / 133 / 0.0148 / 0
met1: 0.48 / 818 / 0.0719 / 298
met4: 0 / 0 / 0 / 0
met2: 0.45 / 768 / 0.0787 / 15
li1: - / - / - / 310
met5: 0 / 0 / 0 / -
[kinds of logic after synthesis]
kind of cell    Yosys count
buf+inv                  13
xor+xnor                  1
compound gates           32
simple gates             22
[synth_stat cells, drive strengths merged]
cell type	number	area [sq um]
inv	2	7.51
nand2	4	15.0
a21oi	10	50.1
o21a	2	15.0
nand2b	4	25.0
nor2b	4	25.0
a211o	1	8.76
o21ai	8	40.0
xnor2	1	8.76
or4	1	7.51
o211ai	2	15.0
nand3	1	5.00
o22a	1	8.76
a222oi	1	10.0
a2bb2oi	1	8.76
nor2	5	18.8
buf	9	56.3
a22oi	1	7.51
a311oi	1	8.76
o221ai	1	8.76
o311ai	1	8.76
nor4	1	6.26
clkbuf	2	7.51
a221o	1	10.0
o21ba	1	10.0
nand3b	1	7.51
and2	1	6.26
[power breakdown]
group | total [W] | switching [W] | internal [W]
logic | 0.000176 | 0.0000750 | 0.000101
clock network | 0 | 0 | 0
registers | 0 | 0 | 0
[metrics by stage]
stage,cells,TNS (ns)
2_1_floorplan,68,0
3_3_place_gp,138,-6.43
3_5_place_dp,138,-6.54
4_1_cts,144,0
5_1_grt,144,-0.0498
6_report,144,0
[area by class of cell]
class              count  share of cell area
inverters              2              0.0123
multi-input cells     55               0.495
well taps             46              0.0704
repair buffers        41               0.423
[path summary, 6_finish.rpt]
kind              slack, ns              to  cells past startpoint  startpoint
setup / recovery       0.02  o_seven_one[2]                      8    i_hex[2]
hold / removal         1.29  o_seven_one[6]                      4    i_hex[1]
[what timing repair did]
action	in CTS	in global routing
pin swaps	7	3
endpoints found under the setup margin	14	4
setup buffers	6	0
gates resized	51	13
endpoints found under the hold margin	0	0
